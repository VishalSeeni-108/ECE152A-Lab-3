**design/flow/config.mk**
```make
export PLATFORM = sky130hd
export DESIGN_NAME = ucsbece152a_top
export DESIGN_NICKNAME = ucsbece152a_top
export VERILOG_FILES = /design/flow/design.v
export SDC_FILE = /design/flow/constraint.sdc
export NUM_CORES = 4
export LEC_CHECK = 1
export CORE_AREA = 10 10 70 70
export DIE_AREA = 0 0 80 80
```
**design/flow/run.sh**
```bash
#!/bin/bash
# OpenROAD 26Q1-2900-gdf79404cd8, Yosys 0.63+post, stock flow scripts
make -C /OpenROAD-flow-scripts/flow DESIGN_CONFIG=/design/flow/config.mk WORK_HOME=/design/flow/orfs finish
```
**design/flow/design.v**
```verilog
module ucsbece152a_counter #(
parameter WIDTH = 3
) (
input logic clk,
input logic rst, 
output logic [WIDTH-1:0] count_o,
input logic enable_i,
input logic dir_i
);
always_ff@(posedge clk or posedge rst) begin
	if(rst == 1'b1)begin  
		count_o = 0; 
	end else begin
		if(enable_i == 1'b1)begin
			if(dir_i == 1'b0)begin
				count_o = count_o + 1; 
			end else begin
				count_o = count_o - 1; 
			end
		end else begin
			count_o = count_o;
		end	
	end
end
endmodule
module ucsbece152a_ssdd (
input logic [2:0] data_i,
output logic [6:0] seven_segment_display_o
);
always_comb begin
case (data_i)  
3'h0: seven_segment_display_o = 7'b1111110;
3'h1: seven_segment_display_o = 7'b0110000;
3'h2: seven_segment_display_o = 7'b1101101;
3'h3: seven_segment_display_o = 7'b1111001;
3'h4: seven_segment_display_o = 7'b0110011;
3'h5: seven_segment_display_o = 7'b1011011;
3'h6: seven_segment_display_o = 7'b1011111;
3'h7: seven_segment_display_o = 7'b1110000;
3'h8: seven_segment_display_o = 7'b1111111;
3'h9: seven_segment_display_o = 7'b1110011;
endcase
end
endmodule
module ucsbece152a_top (
input logic clk,
input logic rst,
input logic enable_i,
input logic dir_i,
output logic a_o, b_o, c_o, d_o, e_o, f_o, g_o
);
logic [2:0] count;
ucsbece152a_counter #(
.WIDTH(3)
) counter (
.clk(clk),
.rst(rst),
.count_o(count),
.enable_i(enable_i),
.dir_i(dir_i)
);
ucsbece152a_ssdd ssdd (
.data_i(count),
.seven_segment_display_o({a_o, b_o, c_o, d_o, e_o, f_o, g_o})
);
endmodule
```
**design/flow/constraint.sdc**
```tcl
current_design ucsbece152a_top

set clk_period 1.3
set clk_io_pct 0.2

create_clock -name clk0 -period $clk_period [get_ports {clk}]

set non_clock_inputs [all_inputs -no_clocks]
set_input_delay [expr $clk_period * $clk_io_pct] -clock clk0 $non_clock_inputs
set_output_delay [expr $clk_period * $clk_io_pct] -clock clk0 [all_outputs]
```
==> flow_summary_export.csv <==
group,metric,value,unit
status,outcome,"finished with violations",
status,violations,"setup timing",
grt,grt_pass1_wl,1.44,mm
floorplan,placementRows,21,
pwr,p_per_area,2350,nW/um^2
final_timing,finalHoldViolations,0,
yosys,avgSynthCellArea,8.72,um^2
final_timing,period_needed,1.54,ns
final_timing,fmax,650,MHz
final_layout,nFillCells,381,
final_timing,fin_crit_sh,1.18,
worst_setup_path,worst-setup-path-type,"reg -> out",
worst_setup_path,setup.worst_path.end_class,"primary output",
floorplan,fp_util,0.0842,
hold_path,hold_class,"in -> async",
clocking,cts_tree,"built",
worst_setup_path,worstPathMaxFanout,3,
final_layout,comb_area,288,um^2
worst_setup_path,required,1.04,ns
grt,grt_max_degree,11,
yosys,ys_seq_frac,0.261,
pwr,ir_drop,0.438,mV
yosys,ys_ff,3,
pwr,intPower,895,uW
clocking,cts_root_buffer,"clkbuf_4",
final_timing,worst_slew_pin_slew,0.458,ns
final_layout,drive_gt1_frac,0.649,
drt,n_antenna_cell,0,
final_timing,slew_headroom,0.695,
clocking,htree_levels,1,
final_layout,final_cell_mix,"6 x ha_4, 6 x buf_2, 6 x buf_4, 5 x buf_6",
placed_design,placed_cell_area,485,um^2
drt,ant_nets,0,
yosys,netlist_instances,33,
final_timing,hold_slack,0.199,ns
yosys,ys_types,12,
drt,drtIter0Drc,6,
grt,antenna_found_initial,0,
clocking,clk_pin_slew_worst_paths,0.04,ns
pwr,switchingPower,605,uW
grt,grt_util_met1,0.0301,
grt,gr-usage-met3,0.0330,
pwr,power_frac_comb,0.725,
final_timing,setup_slack,-0.237,ns
final_layout,area.growth.synth_to_final,122,%
pwr,clkPwrFrac,0.111,
placed_design,io_buffers,10,
floorplan,die_area,6400,um^2
worst_setup_path,cp-endpoint,"d_o",
final_layout,largest_register_ffs,3,
final_layout,final_area,638,um^2
pwr,leakage,0.270,nW
floorplan,ios,11,
floorplan,coreArea,3420,um^2
drt,routedWlPerCell,8.18,um
final_timing,rsz0062_at_grt,"yes",
final_timing,finalSetupViolCount,9,
clocking,cts_made_buffers,3,
final_layout,regArea,75.1,um^2
clocking,cts_buffer_depth,2,
drt,viasPerCell,2.88,
placed_design,gp_congestion,0.714,
grt,grt_pass1_vias,319,
worst_setup_path,start_kind,"flip-flop",
final_timing,fin_worst_skew,0.00172,ns
final_timing,maxSlewViolCount,0,
drt,dr.pass1.iters,2,
clocking,clkLatencyLatePin,0.24,ns
job,maxCapViolations,0,
grt,grt_util_met2,0.0337,
worst_setup_path,reg2reg_from,"counter.count_o[0]",
worst_setup_path,rr_endpoint,"counter.count_o[2]",
pwr,swShare,0.403,
yosys,yosys_cells,33,
floorplan,die_h,80,um
worst_setup_path,r2r_slack,-0.24,ns
worst_setup_path,cp.arrival,1.28,ns
grt,track_usage,0.0276,
floorplan,die_w,80,um
pwr,seqPwrFrac,0.164,
worst_setup_path,crit_start,"counter.count_o[0]",
drt,drt-total-wl,843,um
yosys,yosysWarnings,4,
yosys,yosysChipArea,288,um^2
drt,drc_errors,0,
grt,busiest_layer,"met2",
final_layout,final_util,0.187,
job,warnings,32,
placed_design,dp_hpwl,568,um
placed_design,place_ws,-0.372,ns
drt,vias,297,
yosys,syn_area,288,um^2
worst_setup_path,reg2reg_depth,7,
clocking,cts_sinks,3,
grt,grt_overflow,0,
[power groups by stage]
stage | sequential, mW | clock (mW) | combinational, mW
4_1_cts | 0.233 | 0.171 | 1.10
5_1_grt | 0.255 | 0.192 | 1.23
6_report | 0.246 | 0.166 | 1.09
[cell type report]
cell class	instances	share of cell area
Inverter	6	0.0392
Timing Repair Buffer	21	0.261
Clock buffer	4	0.0412
Multi-Input combinational cell	23	0.451
Sequential cell	3	0.118
Tap cell	46	0.0902
[per-layer routing]
metal | share of wire | wire length [um]
met4 | 0.014 | 12
met1 | 0.43 | 363
met5 | 0 | 0
met3 | 0.21 | 180
met2 | 0.34 | 287
[what timing repair did]
item,in CTS,in global routing
pin swaps,3,7
resized,41,6
hold buffers,0,0
buffers inserted,7,0
endpoints found under the hold margin,0,0
setup endpoints to repair,9,9
[Yosys cell counts]
cell type | count | share of area
ha_1 | 6 | 0.26
inv_1 | 6 | 0.078
a21oi_1 | 5 | 0.087
dfrtp_1 | 3 | 0.26
nand2_1 | 3 | 0.039
nor2_1 | 3 | 0.039
xnor2_1 | 2 | 0.061
a21o_1 | 1 | 0.026
buf_4 | 1 | 0.026
fa_1 | 1 | 0.070
nor2b_1 | 1 | 0.022
xor2_1 | 1 | 0.030
[stage by stage]
| step | total power, mW | std cells | setup TNS, ns |
|---|---|---|---|
| 3_3_place_gp | 1.00 | 94 | -2.52 |
| 4_1_cts | 1.50 | 105 | -1.80 |
| 2_1_floorplan | 0.541 | 33 | 0 |
| 3_5_place_dp | 1.02 | 94 | -2.74 |
| 5_1_grt | 1.67 | 103 | -2.16 |
| 6_report | 1.50 | 103 | -1.54 |
[critical path, cell delays in order, from the launching register on]
cell and delay (ns):
dfrtp_1 0.40, buf_6 0.14, ha_4 0.14, nor2b_4 0.12, a21oi_1 0.13, buf_2 0.12
[worst min-delay path by stage]
stage | from | endpoint | slack, ns | depth (start not counted)
4_1_cts | rst | counter.count_o[2] | 0.20 | 2
5_1_grt | rst | counter.count_o[2] | 0.19 | 2
6_report | rst | counter.count_o[0] | 0.20 | 2
[cell families (layout without fill, tap and decap cells)]
logic type               count (synthesis)  after routing  synth area share
XOR/XNOR                                 3              3            0.0913
AND/OR/NAND/NOR                          7              7             0.100
buffers and inverters                    7             31             0.104
flip-flops                               3              3             0.261
AND-OR/OR-AND                            6              6             0.113
adder cells (fa/ha/maj)                  7              7             0.330
Power is estimated from default activity; no workload was simulated.
