[flow/run.sh]
#!/bin/bash
# OpenROAD 26Q1-2900-gdf79404cd8, Yosys 0.63+post, stock flow scripts
make -C /OpenROAD-flow-scripts/flow DESIGN_CONFIG=/design/flow/config.mk WORK_HOME=/design/flow/orfs finish
[flow/config.mk]
export PLATFORM = sky130hd
export DESIGN_NAME = shift_register
export DESIGN_NICKNAME = shift_register
export VERILOG_FILES = /design/flow/design.v
export SDC_FILE = /design/flow/constraint.sdc
export NUM_CORES = 4
export LEC_CHECK = 1
export CORE_AREA = 10 10 70 70
export DIE_AREA = 0 0 80 80
[flow/constraint.sdc]
current_design shift_register

set clk_period 1.0
set clk_io_pct 0.2

create_clock -name clk0 -period $clk_period [get_ports {clk}]

set non_clock_inputs [all_inputs -no_clocks]
set_input_delay [expr $clk_period * $clk_io_pct] -clock clk0 $non_clock_inputs
set_output_delay [expr $clk_period * $clk_io_pct] -clock clk0 [all_outputs]
[flow/design.v]
typedef enum logic [1:0] {
NA = 2'b00,
LOAD = 2'b01,
LEFT = 2'b10,
RIGHT = 2'b11
} funct_t;
module shift_register #(
parameter WIDTH = 4
) (
input logic clk,
input logic rst,
input funct_t funct_i,
input logic [WIDTH-1:0] word_i,  
input logic serial_i,  
output logic [WIDTH-1:0] out_o
);
logic [WIDTH-1:0] out_d, out_q;
assign out_o = out_q;
always_comb begin
out_d = out_q;  
case (funct_i)
NA: out_d = out_q;
RIGHT: out_d = {serial_i, out_q[WIDTH-1:1]};
LEFT: out_d = {out_q[WIDTH-2:0], serial_i};
LOAD: out_d = word_i; 
endcase
end
always_ff @(posedge clk or posedge rst) begin
if (rst) begin
out_q <= '0;
end else begin
out_q <= out_d;
end
end
endmodule
==> results.txt <==
fresh numbers from the pnr run: clock latency on the worst-skew pair between 0.2 and 0.25 ns, endpoints failing setup 0, number of antenna violations at the first check in global routing 0, Area Overhead vs Synth 101%, sort of element at the start of the critical path flip-flop, Max-slew headroom 0.819, cell area after technology mapping approximately 270 um2, portion of netlist area occupied by mux cells 0, clock transition at the register clock pins on the worst setup and hold paths after CTS 0.04 ns, clock skew after layout approximately 0.0030 ns, max FFs per register 4, half-perimeter wire length after placement between 700 and 800 um, # rows 21, First DRT Iteration DRCs 1, arithmetic-cell share of the synthesized area counting full adders, half adders and majority gates 0.140, top flip-flop cell by instance count after synthesis sky130_fd_sc_hd__dfrtp_1, Antenna Nets Post-Route 0, RSZ-0062 raised after global routing false, GRT Overall Usage 0.0278, biggest registers after layout out_q x4, synth cell count leaders sky130_fd_sc_hd__nor3_1 (8), sky130_fd_sc_hd__a221oi_1 (4), sky130_fd_sc_hd__dfrtp_1 (4), sky130_fd_sc_hd__nor2b_1 (4), most numerous cell in the Yosys netlist sky130_fd_sc_hd__nor3_1, detailed-route vias per instance about 2.9, global route total overflow 0, class of the most critical hold timing path in2async, first element of the critical path out_q[0], Data required, critical path ~1.1 ns, chip area from the yosys synthesis statistics around 270 um2, buffer type at the clock tree root sky130_fd_sc_hd__clkbuf_4, Warnings, synthesis 1, worst reg2reg path depth 3, core utilization before placement 0.0784, share of the yosys chip area belonging to registers 0.374, final tally of max-slew violations 0, ys cells 28, total power divided by cell area roughly 1200 nW/um2, Crit Reg-Reg Endpoint out_q[1], leakage power of the design 0.219 nW, compound-gate portion of the synthesized area 0.131, final estimated routing congestion in global placement ~0.74, Fmax ~1100 MHz, Worst Max-Slew Pin Slew between 0.2 and 0.3 ns, Critical Setup Path Class reg2reg, Max FO, Critical Path 2, post-synthesis xor/xnor area fraction 0, Post-Route WL 873 um, max-cap violations 0, Core Footprint between 3000 and 4000 um2, launching point of the worst reg2reg path out_q[0], Die ar. between 6000 and 7000 um2, Sinks on Clock Net 4, register bank with the most flops out_q, fraction of the mapped netlist area in simple logic gates 0.294, cell type contributing the most total cell area after synthesis sky130_fd_sc_hd__dfrtp_1, maximum ir drop on the vdd rail between 800 and 900 uV, number of warnings the tools reported 27, TritonCTS clock tree built, WP data arrival 1.06 ns, number of global-route vias before repair roughly 280, kind of capture point of the worst setup path flip-flop, # H-tree levels 1, detailed-route DRC error count 0, floorplan die height 80 um, number of synthesized flops with an enable pin 0, total of buffers placed on input and output ports 12, final critical delay including setup and external delays ~0.94 ns, Top area cell types sky130_fd_sc_hd__dfrtp_1 (37%), sky130_fd_sc_hd__nor3_1 (15%), sky130_fd_sc_hd__ha_1 (14%), sky130_fd_sc_hd__a221oi_1 (13%), sky130_fd_sc_hd__nor2b_1 (9.3%), first-pass GRT wire length around 1400 um, R2R setup slack between 0.06 and 0.07 ns, Unique cell types 8, Logic family by area simple AND/OR/NAND/NOR gates, IO Count 13, die span in x ~80 um, proportion of layout cells with a drive suffix above 1 0.521, final tally of hold violations 0, count of vias placed by the detailed router approximately 270, run status finished, final reports clean, final total negative setup slack 0 ns, number of clock buffers inserted by TritonCTS 3, drt wl/cell 9.29 um, number of buffers on the longest clock path 2, flip-flop and latch count after synthesis 4, maximum number of pins on one net before global-route repair 9, final cell count without fillers about 94, # diodes 0, proportion of register bits with asynchronous set or reset after synthesis 1.00, Tcrit/Tclk final 0.940, count of TritonRoute iterations in the first routing pass 2, worst slack on hold paths about 0.16 ns, Post-Synthesis Mean Instance Area between 9 and 10 um2, DP Cell Count 90, Top cell area share 0.374, gate count of the mapped netlist 28, post-cts hold-fix buffer tally 0
==> cell families (layout without fill, tap and decap cells) <==
family,Yosys count,count (layout)
flops,4,4
buf+inv,4,24
simple gates,13,13
compound gates,4,4
fa+ha+maj,3,3
==> power by group <==
part / switching, mW / internal [mW] / total [mW]
combinational: 0.108 / 0.149 / 0.257
clock: 0.0645 / 0.134 / 0.199
sequential: 0.0151 / 0.193 / 0.208
total: 0.188 / 0.476 / 0.664
==> how the worst max path moves through the flow <==
stage / cells past startpoint / endpoint / slack, ns
after global routing: 3 / out_q[1] / 0.02
final: 3 / out_q[1] / 0.06
after CTS: 1 / out_o[2] / 0.0004
==> placed cells by master, fill, tap and decap left out, drive strengths merged <==
cell type / instances
clkdlybuf4s50: 6
inv: 3
a221oi: 4
dfrtp: 4
ha: 3
clkbuf: 4
nor3: 8
buf: 11
nor2b: 4
nand2b: 1
==> stage by stage <==
stage                util  power, mW  setup slack (ns)  area (um2)
global placement    0.152      0.484            -0.560         520
finish              0.158      0.664            0.0602         539
global route        0.158      0.711            0.0206         539
detailed placement  0.152      0.484            -0.573         520
floorplan               -      0.316           0.00408         319
CTS                 0.155      0.666          0.000364         531
==> area by class of cell <==
type / instances / area, um2
clock buffers: 3 / 22.5
repair buffers: 18 / 135
multi-input cells: 20 / 208
fillers: 400 / 2880
flip-flops and latches: 4 / 100
inverters: 3 / 16.3
well taps: 46 / 57.6
==> layer usage <==
metal  routed length [um]  GRT usage  part of all wire
met1                  498     0.0440              0.57
met3                   54     0.0114             0.062
met2                  294     0.0321              0.34
met4                   27    0.00704             0.031
met5                    0          0                 0
==> worst max-delay path: stages, from the launching register on <==
cell and delay (ns):
sky130_fd_sc_hd__dfrtp_1 0.37, sky130_fd_sc_hd__buf_4 0.14, sky130_fd_sc_hd__a221oi_2 0.24, sky130_fd_sc_hd__nor3_1 0.07
==> timing repair <==
action,CTS,global route
endpoints found under the hold margin,0,0
setup endpoints to repair,8,5
pin swaps,0,1
gates resized,17,6
buffers inserted,0,1
Power figures rest on the tool's default switching activity, not on a simulated workload.
